### flow/config.mk
export PLATFORM = sky130hd
export DESIGN_NAME = Top
export DESIGN_NICKNAME = Top
export VERILOG_FILES = /design/flow/design.v
export SDC_FILE = /design/flow/constraint.sdc
export NUM_CORES = 4
export LEC_CHECK = 1
export CORE_UTILIZATION = 50
### flow/constraint.sdc
current_design Top

set clk_period 8.0
set clk_io_pct 0.2

create_clock -name clk0 -period $clk_period [get_ports {clk}]

set non_clock_inputs [all_inputs -no_clocks]
set_input_delay [expr $clk_period * $clk_io_pct] -clock clk0 $non_clock_inputs
set_output_delay [expr $clk_period * $clk_io_pct] -clock clk0 [all_outputs]
### flow/design.v
`timescale 1ns / 1ps
module Booth_Encoder(input [2:0] multiplicand,
                     input [7:0]A_ff , 
                     output [8:0]PP ,
                     output reg sign);
    reg [8:0]PP_temp;
    always@(*) begin
        case(multiplicand)
            3'b000: begin PP_temp = 9'b0; sign = 0; end
            3'b001: begin PP_temp = {A_ff[7] , A_ff}; sign = 0; end
            3'b010: begin PP_temp = {A_ff[7] , A_ff}; sign = 0; end
            3'b011: begin PP_temp = {A_ff , 1'b0}; sign = 0; end
            3'b100: begin PP_temp = {~A_ff, 1'b1}; sign = 1; end
            3'b101: begin PP_temp = {~A_ff[7] , ~A_ff}; sign = 1; end
            3'b110: begin PP_temp = {~A_ff[7] , ~A_ff}; sign = 1; end
            3'b111: begin PP_temp = 9'b0; sign = 0; end
        endcase
    end       
    assign PP = PP_temp;                                                         
endmodule
`timescale 1ns / 1ps
module CLA (
    input [15:0] A,
    input [15:0] B,
    input Cin,
    output [15:0] Sum
);
    wire [3:0] P_block, G_block; 
    wire [3:0] C_lookahead;      
    assign C_lookahead[0] = Cin;
    cla_4bit cla0 (
        .a(A[3:0]), .b(B[3:0]), .cin(C_lookahead[0]), 
        .sum(Sum[3:0]), .p_group(P_block[0]), .g_group(G_block[0])
    );
    cla_4bit cla1 (
        .a(A[7:4]), .b(B[7:4]), .cin(C_lookahead[1]), 
        .sum(Sum[7:4]), .p_group(P_block[1]), .g_group(G_block[1])
    );
    cla_4bit cla2 (
        .a(A[11:8]), .b(B[11:8]), .cin(C_lookahead[2]), 
        .sum(Sum[11:8]), .p_group(P_block[2]), .g_group(G_block[2])
    );
    cla_4bit cla3 (
        .a(A[15:12]), .b(B[15:12]), .cin(C_lookahead[3]), 
        .sum(Sum[15:12]), .p_group(P_block[3]), .g_group(G_block[3])
    );
    assign C_lookahead[1] = G_block[0] | (P_block[0] & C_lookahead[0]);
    assign C_lookahead[2] = G_block[1] | (P_block[1] & G_block[0]) | 
                            (P_block[1] & P_block[0] & C_lookahead[0]);
    assign C_lookahead[3] = G_block[2] | (P_block[2] & G_block[1]) | 
                            (P_block[2] & P_block[1] & G_block[0]) | 
                            (P_block[2] & P_block[1] & P_block[0] & C_lookahead[0]);
    assign Cout           = G_block[3] | (P_block[3] & G_block[2]) | 
                            (P_block[3] & P_block[2] & G_block[1]) | 
                            (P_block[3] & P_block[2] & P_block[1] & G_block[0]) | 
                            (P_block[3] & P_block[2] & P_block[1] & P_block[0] & C_lookahead[0]);
endmodule
module cla_4bit (
    input [3:0] a,
    input [3:0] b,
    input cin,
    output [3:0] sum,
    output p_group, 
    output g_group  
);
    wire [3:0] p, g; 
    wire [3:0] c;    
    assign p = a ^ b;
    assign g = a & b; 
    assign c[0] = cin; 
    assign c[1] = g[0] | (p[0] & c[0]);
    assign c[2] = g[1] | (p[1] & g[0]) | (p[1] & p[0] & c[0]);
    assign c[3] = g[2] | (p[2] & g[1]) | (p[2] & p[1] & g[0]) | (p[2] & p[1] & p[0] & c[0]);
    assign sum = p ^ c;
    assign p_group = p[3] & p[2] & p[1] & p[0];     
    assign g_group = g[3] | (p[3] & g[2]) | (p[3] & p[2] & g[1]) | (p[3] & p[2] & p[1] & g[0]);
endmodule
`timescale 1ns / 1ps
module DFF( input clk , input reset ,
            input [7:0] A , input [7:0] B,
            output reg [7:0] A_ff , 
            output reg [7:0] B_ff 
            );
        always@(posedge clk or posedge reset) begin
            if(reset)begin
                A_ff <= 8'b0;
                B_ff <= 8'b0;
                end
            else begin
                A_ff <= A;
                B_ff <= B;
            end
         end               
endmodule   
`timescale 1ns / 1ps
module Partial_Products(input [7:0] A_ff,
                        input [7:0] B_ff,
                        output [8:0] PP1,
                        output [8:0] PP2,
                        output [8:0] PP3,
                        output [8:0] PP4,
                        output [3:0] sign);
    wire [8:0] multiplicand;
    assign multiplicand = { B_ff , 1'b0};     
    Booth_Encoder Boothencode_1(.multiplicand(multiplicand[2:0]) , .A_ff(A_ff) , .PP(PP1) , .sign(sign[0]));
    Booth_Encoder Boothencode_2(.multiplicand(multiplicand[4:2]) , .A_ff(A_ff) , .PP(PP2) , .sign(sign[1]));
    Booth_Encoder Boothencode_3(.multiplicand(multiplicand[6:4]) , .A_ff(A_ff) , .PP(PP3) , .sign(sign[2]));
    Booth_Encoder Boothencode_4(.multiplicand(multiplicand[8:6]) , .A_ff(A_ff) , .PP(PP4) , .sign(sign[3]));                     
endmodule
`timescale 1ns / 1ps
module Partial_Products_Adder( input [8:0] PP1 ,
                               input [8:0] PP2 ,
                               input [8:0] PP3 ,
                               input [8:0] PP4 ,
                               input [3:0] sign,
                               output [15:0] out);
    wire [11:0] p1;
    wire [10:0] p2;
    wire [10:0] p3;
    wire [9:0] p4;
    wire [15:0] row1 , row2;
    wire [30:1] S , C;
    assign p1 = {~PP1[8] , PP1[8] , PP1[8] , PP1};
    assign p2 = {1'b1 , ~PP2[8] , PP2};
    assign p3 = {1'b1 , ~PP3[8] , PP3};
    assign p4 = {~PP4[8],PP4};
    Fa fa1(p1[2] , p2[0] , sign[1] , S[1] , C[1] );
    Fa fa2(p1[4] , p2[2] , p3[0] , S[2] , C[2] );
    Fa fa3(p1[5] , p2[3] , p3[1] , S[3] , C[3] );
    Fa fa4(p1[6] , p2[4] , p3[2] , S[4] , C[4] );
    Ha ha1(p4[0] , sign[3] , S[5] , C[5]);
    Fa fa5(p1[7] , p2[5] , p3[3] , S[6] , C[6] );
    Fa fa6(p1[8] , p2[6] , p3[4] , S[7] , C[7] );
    Fa fa7(p1[9] , p2[7] , p3[5] , S[8] , C[8] );
    Fa fa8(p1[10] , p2[8] , p3[6] , S[9] , C[9] );
    Fa fa9(p1[11] , p2[9] , p3[7] , S[10] , C[10] );
    Fa fa10(p2[10] , p3[8] , p4[6] , S[11] , C[11] );
    Fa fa11(p1[3] , p2[1] , C[1] , S[12] , C[12]);
    Ha ha2(S[2] , sign[2] , S[13] , C[13]);
    Ha ha3(S[3] , C[2] , S[14] , C[14]);
    Fa fa12(S[4] , S[5] , C[3] , S[15] , C[15]);
    Fa fa13(S[6] , C[4] , C[5] , S[16] , C[16]);
    Fa fa14(S[7] , C[6] , p4[2] , S[17] , C[17]);
    Fa fa15(S[8] , C[7] , p4[3] , S[18] , C[18]);
    Fa fa16(S[9] , C[8] , p4[4] , S[19] , C[19]);
    Fa fa17(S[10] , C[9] , p4[5] , S[20] , C[20]);
    Ha ha4(S[11] , C[10] , S[21] , C[21]);
    Fa fa18(p3[9] , p4[7] , C[11] , S[22] , C[22]);
    Fa fa19(S[16] , C[15] , p4[1] , S[23] , C[23]);
    Ha ha5(S[17] , C[16] , S[24] , C[24]);
    Ha ha6(S[18] , C[17] , S[25] , C[25]);
    Ha ha7(S[19] , C[18] , S[26] , C[26]);
    Ha ha8(S[20] , C[19] , S[27] , C[27]);
    Ha ha9(S[21] , C[20] , S[28] , C[28]);
    Ha ha10(S[22] , C[21] , S[29] , C[29]);
    Fa fa20(p3[10] , p4[8] , C[22] , S[30] , C[30]);
    assign row1 = {p4[9] , S[30:23] , S[15:12] , S[1] , p1[1], p1[0]};
    assign row2 = {C[30:23] , 1'b0 , C[14:12] , 3'b0 , sign[0]};
    CLA cla_16_bit(.A(row1) , .B(row2) , .Cin(0) , .Sum(out));
endmodule   
module Fa(input a , input b , input cin , output s , output cout);
    assign s = a^b^cin;
    assign cout = a&b | b&cin | cin&a;
endmodule  
module Ha (input  a,input  b,output s ,output cout);
    assign s  = a ^ b;
    assign cout = a & b;
endmodule       
`timescale 1ns / 1ps
module Top( clk , reset , A , B , Output);
    input clk;
    input reset;
    input [7:0] A;
    input [7:0] B;
    output reg [15:0] Output;
    wire [7:0] A_ff , B_ff;
    wire [8:0] PP1 ,PP2 ,PP3 ,PP4;
    wire [3:0] sign;
    wire [15:0] OUT;
    DFF D_ff(.clk(clk) , 
            .reset(reset) , 
            .A(A) , 
            .B(B)  ,
            .A_ff(A_ff) ,
            .B_ff(B_ff) );
    Partial_Products Gen_PP (
            .A_ff(A_ff),
            .B_ff(B_ff),
            .PP1(PP1),
            .PP2(PP2),
            .PP3(PP3),
            .PP4(PP4),
            .sign(sign)
        );
    Partial_Products_Adder Adder(.PP1(PP1) , 
            .PP2(PP2) , 
            .PP3(PP3) , 
            .PP4(PP4) , 
            .sign(sign) , 
            .out(OUT));
    always @(posedge clk or posedge reset) begin
        if(reset)
            Output <= 16'b0;
        else
            Output <= OUT; 
    end
endmodule
### flow/run.sh
#!/bin/bash
# OpenROAD 26Q1-2900-gdf79404cd8, Yosys 0.63+post, stock flow scripts
make -C /OpenROAD-flow-scripts/flow DESIGN_CONFIG=/design/flow/config.mk WORK_HOME=/design/flow/orfs finish
==> impl_metrics.tcl <==
# implementation run metrics
set metrics [dict create \
    antenna_found_initial 0 \
    period_minus_slack_ps 4980 \
    dpl.hpwl_um 4540 \
    drv_cap 0 \
    wl_per_cell_um 14.8 \
    ys_cells 315 \
    crit_start "D_ff.B_ff[1]" \
    outcome "finished, final reports clean" \
    cts_tree "done" \
    cpPeakStageDelay_ps 740 \
    ant_nets 0 \
    rsz0062_at_grt "false" \
    crit_chain "inv_1, nor3_1, a221oi_1, fa_1, fa_1, inv_1, fa_1, ha_1, and3_1, and3_1, a21oi_1, fa_1, inv_1" \
    clock.latency.late_pin_ps 280 \
    xor_share_pct 12.2 \
    num_io_pins 34 \
    critPathKind "flip-flop to flip-flop" \
    power.density_mw_per_mm2 269 \
    critPathRequiredTime_ps 8230 \
    clkSinkCount 32 \
    chipArea_mm2 0.00622 \
    timing.final.crit_share_pct 62.3 \
    hold_path_class "flip-flop to flip-flop" \
    synth.mux.area_fraction_pct 0.678 \
    topCombFamilyByArea "adder cells" \
    num_vias 2183 \
    ff_type "dfrtp_1" \
    clk_pin_slew_ps 70 \
    setup_tns_ps 0 \
    crit_family "adder cells" \
    cp_slowest_cell "dfrtp_1" \
    ys_sh_aoi_pct 17.8 \
    setup_viol 0 \
    yosysTopAreaCellShare_pct 27.1 \
    h-tree-depth 2 \
    n_antenna_cell 0 \
    viasPerCell 5.32 \
    grt_remaining_overflow 0 \
    relSlewSlack_pct 50.6 \
    clk_path_buf_depth 2 \
    ys_types 44 \
    cts_resized 0 \
    avgSynthCellArea_um2 9.37 \
    skew_ps 7.23 \
    core_region_area_mm2 0.00561 \
    critical_path_arrival_ps 5210 \
    crit_path_max_fanout 16 \
    fmax_mhz 201 \
    synth_cells 315 \
    cts-root-buf "clkbuf_8" \
    grt_pass1_vias 2113 \
    cp_common_cell "fa_1" \
    endpoint_kind "flip-flop" \
    critPathBufInv 3 \
    wirelength_um 6060 \
    cts_inserted_buffers 5 \
    yosysTopAreaCell "dfrtp_1" \
    place.gp.congestion 0.932 \
    initCoreUtil_pct 52.7 \
    dr.pass1.iters 4 \
    worstReg2RegStart "D_ff.B_ff[1]" \
    cts_setup_buffers 0 \
    p_leak_nw 1.57 \
    synth-simple-area-share_pct 10.5 \
    gr-usage-all-layers_pct 22.3 \
    drive_gt1_share_pct 4.14 \
    ys_seq_share_pct 27.1 \
    finalPower_uw 922 \
    slew_viol_final 0 \
    topCellsByArea "dfrtp_1 27%, fa_1 14%, ha_1 11%" \
    num_rows 27 \
    warning_count 27 \
    yosysChipArea_mm2 0.00295 \
    synth-edff-count 0 \
    hold_slack_ps 953 \
    async_flop_share_pct 100 \
    worstMarginPinSlew_ps 742 \
    dieHeight_um 78.9 \
    ys_ff 32 \
    timing.hold.worst.start "D_ff.B_ff[0]" \
    ctsHoldBuffers 0 \
    finalHoldViolCount 0 \
    drt_iter0_drc 145 \
    lay_top_cells "35 x inv_1, 33 x nor2_1, 33 x clkdlybuf4s50_1" \
    worst_setup_path_start_kind "flip-flop" \
    portBuffers 33 \
    drc_errors 0 \
    grt_pass1_wl_um 10200 \
    ir_worst_vdd_v 0.000193 \
    yosys_warnings 5 \
    layout_top_cell "inv_1" \
    syn-cell-area_mm2 0.00295 \
    ys_sh_adder_pct 24.6 \
    die_w_um 78.9 \
    grt_start_max_net_pins 33 \
    area_growth_pct 16.0 \
]
tightest hold or removal path: stages (launching register included):
cell	delay (ps)
dfrtp_1	540
nand2_1	140
xnor2_1	120
ha_1	120
synth_stat cells (2+ instances only):
library cell / number
nor2_1: 33
ha_1: 26
a311o_1: 2
clkbuf_1: 14
fa_1: 20
and3_1: 5
a221oi_1: 9
buf_1: 2
a31oi_1: 2
mux2i_1: 2
a22oi_1: 5
o21ai_0: 15
xor2_1: 26
nand3_1: 5
a21oi_1: 17
nand2_1: 11
nor2b_1: 3
buf_2: 2
a211oi_1: 8
inv_1: 35
a21o_1: 3
xnor2_1: 15
a21boi_0: 2
a311oi_1: 2
dfrtp_1: 32
cell type report:
| type | count | area [um2] |
|---|---|---|
| fill | 488 | 2180 |
| clock buffer | 7 | 96.3 |
| clock inverter | 1 | 30.0 |
| sequential | 32 | 801 |
| inverter | 35 | 131 |
| timing repair buffer | 34 | 338 |
| tap | 72 | 90.1 |
| multi-input combinational | 229 | 1940 |
sequential cells by signal, indices dropped and copies added (netlist names):
signal	flops
D_ff.A_ff	8
D_ff.B_ff	8
Output	16
metal layers:
metal  track usage [%]  routed length [um]  up-vias
li1                  -                   -     1114
met4              2.73                  84        0
met3              6.65                 330        9
met5                 0                   0        -
met1              35.0                2990     1013
met2              32.9                2660       47
per-stage QoR:
step                      std cells  worst slack [ps]  area (um2)  utilization, %
after CTS                       410              3020        3430            61.1
after floorplan                 315              3720        2950               -
final                           410              3020        3430            61.1
after global placement          402              3120        3300            58.8
after global routing            410              2690        3430            61.1
after detailed placement        402              3040        3300            58.8
cells by family (layout without fill, tap and decap cells):
family | after synthesis | after routing
compound gates | 75 | 75
xor+xnor | 41 | 41
fa+ha+maj | 46 | 46
buf+inv | 54 | 77
flops | 32 | 32
mux | 2 | 2
simple gates | 65 | 65
path summary, 6_finish.rpt:
path	endpoint	slack (ps)	cells past startpoint
max reg2reg	Output[12]	3020	13
max	Output[12]	3020	13
min reg2reg	Output[0]	950	3
min in group asynchronous	Output[8]	1700	3
max in group asynchronous	D_ff.B_ff[3]	6000	3
min	Output[0]	950	3
power by group:
group / switching (mW) / internal [mW] / leakage [nW]
logic: 0.256 / 0.263 / 1.13
registers: 0.0261 / 0.207 / 0.373
clock network: 0.0601 / 0.110 / 0.0645
Power is estimated from default activity; no workload was simulated.
